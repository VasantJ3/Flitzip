==> flow/config.mk <==
export PLATFORM = sky130hd
export DESIGN_NAME = CompMAX
export DESIGN_NICKNAME = CompMAX
export VERILOG_FILES = /design/flow/design.v
export SDC_FILE = /design/flow/constraint.sdc
export NUM_CORES = 4
export LEC_CHECK = 1
export CORE_AREA = 10 10 70 70
export DIE_AREA = 0 0 80 80
==> flow/constraint.sdc <==
current_design CompMAX

set clk_period 4.0
set clk_io_pct 0.2

create_clock -name clk0 -period $clk_period

set non_clock_inputs [all_inputs -no_clocks]
set_input_delay [expr $clk_period * $clk_io_pct] -clock clk0 $non_clock_inputs
set_output_delay [expr $clk_period * $clk_io_pct] -clock clk0 [all_outputs]
==> flow/run.sh <==
#!/bin/bash
# OpenROAD 26Q1-2900-gdf79404cd8, Yosys 0.63+post, stock flow scripts
make -C /OpenROAD-flow-scripts/flow DESIGN_CONFIG=/design/flow/config.mk WORK_HOME=/design/flow/orfs finish
==> flow/design.v <==
module CompMAX #(
        parameter    INPUT_WIDTH  = 8,
        parameter    OUTPUT_WIDTH = 8
    ) (
        input  [INPUT_WIDTH - 1 : 0]    in_a,in_b,
        output [OUTPUT_WIDTH - 1 : 0]   data_out
    );
    assign data_out = in_a > in_b ? in_a : in_b;
endmodule   
==> run_summary.xml <==
<?xml version="1.0" encoding="UTF-8"?>
<metrics>
  <group name="timing">
    <metric name="grt_setup_unrepaired" unit="">false</metric>
    <metric name="maxSlewViolCount" unit="">0</metric>
    <metric name="final.setup.tns" unit="ns">0</metric>
    <metric name="max-slew-margin-rel" unit="%">72.7</metric>
    <metric name="final_min_period_over_clock_period" unit="%">96.3</metric>
    <metric name="maxClockFrequency" unit="GHz">0.260</metric>
    <metric name="period_minus_slack" unit="ns">3.85</metric>
    <metric name="worst_slew_pin_tran" unit="ns">0.405</metric>
    <metric name="report.final.setup_viol" unit="">0</metric>
    <metric name="final-hold-violation-count" unit="">0</metric>
  </group>
  <group name="placed_design">
    <metric name="gp_congestion" unit="">0.735</metric>
    <metric name="place_hpwl" unit="µm">852</metric>
    <metric name="dp.cells" unit="">105</metric>
    <metric name="portBuffers" unit="">24</metric>
  </group>
  <group name="worst_hold_path">
    <metric name="min-delay-path-class" unit="">input pin to output pin</metric>
    <metric name="worst_hold_path.endpoint" unit="">data_out[4]</metric>
    <metric name="timing.hold.worst_path_depth" unit="">3</metric>
    <metric name="hold_path_startpoint" unit="">in_b[4]</metric>
  </group>
  <group name="final_layout">
    <metric name="layout.cells.non_filler" unit="">105</metric>
    <metric name="flop_area" unit="µm²">0</metric>
    <metric name="n_sequential_cell" unit="">0</metric>
    <metric name="n_clock_buffer" unit="">0</metric>
    <metric name="drive_gt1_share" unit="%">18.6</metric>
    <metric name="area_growth_syn_to_layout" unit="%">97.9</metric>
    <metric name="filler_cell_count" unit="">393</metric>
  </group>
  <group name="yosys">
    <metric name="synthTopCellsByCount" unit="">ha_1, inv_1, mux2_2</metric>
    <metric name="synth_top_area_share" unit="%">32.9</metric>
    <metric name="synth_area_leader_cell" unit="">ha_1</metric>
    <metric name="yosys-stat-area" unit="µm²">304</metric>
    <metric name="syn_area_per_cell" unit="µm²">8.69</metric>
    <metric name="synth.area.top_cells" unit="">ha_1, mux2_2, inv_1</metric>
    <metric name="yosys.stat.seqShare" unit="%">0</metric>
    <metric name="yosysWarnings" unit="">0</metric>
    <metric name="yosys_cell_count" unit="">35</metric>
    <metric name="syn_inst" unit="">35</metric>
    <metric name="synth_cell_type_count" unit="">11</metric>
    <metric name="synth.cell_area" unit="µm²">304</metric>
  </group>
  <group name="global_routing">
    <metric name="grt_remaining_overflow" unit="">0</metric>
    <metric name="antenna_found_initial" unit="">0</metric>
    <metric name="via_count_of_the_first_global_routing_pass" unit="">347</metric>
    <metric name="grt_first_pass_wirelength" unit="mm">1.45</metric>
    <metric name="gr-usage-all-layers" unit="%">2.68</metric>
    <metric name="grt_start_max_net_pins" unit="">9</metric>
  </group>
  <group name="route">
    <metric name="final_routed_wirelength_across_all_metal_layers" unit="µm">916</metric>
    <metric name="dr_total_vias" unit="">333</metric>
    <metric name="postRouteAntennaNets" unit="">0</metric>
    <metric name="drtPass1Iterations" unit="">2</metric>
    <metric name="detail_route.vias_per_cell" unit="">3.17</metric>
    <metric name="routedWlPerCell" unit="µm">8.72</metric>
    <metric name="route.detailed.drc" unit="">0</metric>
    <metric name="count_of_inserted_antenna_diode_cells" unit="">0</metric>
    <metric name="1st_iter_drt_viols" unit="">1</metric>
  </group>
  <group name="worst_setup_path">
    <metric name="crit_path_cell_trace" unit="">clkdlybuf4s50_1, inv_1, ha_1, nor2b_1, o211ai_2, a21oi_2, o22ai_4, mux2_2, clkdlybuf4s50_1</metric>
    <metric name="slowest_stage_cell_on_the_critical_path" unit="">clkdlybuf4s50_1</metric>
    <metric name="worstSetupStartpoint" unit="">in_b[1]</metric>
    <metric name="timing.setup.critical_path_class" unit="">input pin to output pin</metric>
    <metric name="maximum_single_stage_delay_on_the_critical_path" unit="ns">0.47</metric>
    <metric name="startpoint_type" unit="">input pin</metric>
    <metric name="crit_required" unit="ns">3.20</metric>
    <metric name="cp_data_arrival_time" unit="ns">3.05</metric>
    <metric name="cp_max_fo" unit="">8</metric>
    <metric name="critPathMostFrequentCell" unit="">clkdlybuf4s50_1</metric>
    <metric name="worst_setup_path_end_kind" unit="">output pin</metric>
  </group>
  <group name="die">
    <metric name="dieHeight" unit="µm">80</metric>
    <metric name="fp.dieArea" unit="µm²">6400</metric>
    <metric name="fp.dieW" unit="µm">80</metric>
    <metric name="core_region_area" unit="µm²">3420</metric>
    <metric name="io_pins" unit="">24</metric>
    <metric name="initial_utilization" unit="%">8.90</metric>
    <metric name="rows" unit="">21</metric>
  </group>
  <group name="pwr">
    <metric name="static-leakage-power" unit="nW">0.250</metric>
    <metric name="p_per_area" unit="nW/µm²">117</metric>
    <metric name="peakVddDrop" unit="mV">0.0404</metric>
  </group>
  <group name="outcome">
    <metric name="status" unit="">complete, no violations</metric>
  </group>
  <group name="clock_network">
    <metric name="postCtsSetupRepairBufs" unit="">0</metric>
    <metric name="ctsResizeCount" unit="">0</metric>
    <metric name="cts-hold-fix-buffers" unit="">0</metric>
  </group>
  <group name="run">
    <metric name="log.warning_count" unit="">32</metric>
    <metric name="drv_cap" unit="">0</metric>
  </group>
</metrics>
-- metal layers --
layer,track usage [%],part of all wire (%),vias up
li1,-,-,178
met1,3.89,53,131
met2,3.37,28,24
met3,1.70,18,0
met4,0,0,0
met5,0,0,-
-- cell usage in the layout, fill, tap and decap left out, drive strengths merged --
cell type	n
o22ai	1
nor2b	1
ha	8
a21oi	4
nand2	1
inv	8
mux2	8
o211ai	1
o21ai	1
clkdlybuf4s50	24
nand4	2
-- critical path, delay by kind of cell --
kind / cells / cell delay [ns]
buffers and inverters: 3 / 0.92
AND/OR/NAND/NOR: 1 / 0.14
multiplexers: 1 / 0.38
AND-OR/OR-AND: 3 / 0.53
adder cells (fa/ha/maj): 1 / 0.27
-- cell type report --
cell class,count,area [µm²],share of cell area (%)
multi-input combinational,27,274,45.5
inverter,8,30.0,4.99
tap,46,57.6,9.56
timing repair buffer,24,240,39.9
-- where the power goes --
part | switching (mW) | internal, mW
clock | 0 | 0
combinational | 0.0225 | 0.0477
sequential | 0 | 0
-- worst max path at each step --
stage | to | slack (ns) | cells past startpoint
5_1_grt | data_out[0] | 0.008 | 9
4_1_cts | data_out[0] | 0.12 | 9
6_report | data_out[0] | 0.15 | 9
-- cell families after synthesis --
kind of cell               share of synthesized area, %
AOI/OAI and AO/OA                                  20.2
adders and majority gates                          32.9
buffers and inverters                              9.88
muxes                                              29.6
and+or+nand+nor                                    7.41
-- metrics by stage --
step | hold WS (ns) | instance area, µm² | power [mW] | util (%) | worst slack, ns
4_1_cts | 2.67 | 602 | 0.0718 | 17.6 | 0.117
6_report | 2.66 | 602 | 0.0702 | 17.6 | 0.147
3_5_place_dp | 2.67 | 602 | 0.0710 | 17.6 | 0.126
2_1_floorplan | 1.70 | 304 | 0.0299 | - | 1.19
5_1_grt | 2.69 | 602 | 0.0783 | 17.6 | 0.00770
3_3_place_gp | 2.67 | 602 | 0.0707 | 17.6 | 0.154
Power is estimated from default activity; no workload was simulated.
