==> ./design.v <==
module bitstrip #(
        parameter   INPUT_WIDTH  = 128,
        parameter   OUTPUT_WIDTH = 128,
        parameter   CHUNK_SIZE = 8,
        parameter   EN_BITS = 3,
        parameter   NUM_CHUNKS = INPUT_WIDTH / CHUNK_SIZE
    ) (
        input  [EN_BITS -1 : 0]             en_bits,
        input  reg [INPUT_WIDTH - 1 : 0]    deltas_in,
        output reg [OUTPUT_WIDTH - 1 : 0]   data_out
    );
    integer i, j, n_bits;
    always @(en_bits, deltas_in) begin
        if (en_bits <= 3'b111) begin
            j = INPUT_WIDTH;
            data_out <= 0;  
            n_bits = en_bits;  
            for (i = NUM_CHUNKS; i > 0; i = i - 1) begin
                data_out[j - 1 -: 8] <= deltas_in[i*CHUNK_SIZE - 1 -: 8] << (CHUNK_SIZE - n_bits);
                j = j - n_bits;
            end
        end
        else
            data_out <= 128'bz;  
    end
endmodule   
==> ./run.sh <==
#!/bin/bash
# OpenROAD 26Q1-2900-gdf79404cd8, Yosys 0.63+post, stock flow scripts
make -C /OpenROAD-flow-scripts/flow DESIGN_CONFIG=/design/flow/config.mk WORK_HOME=/design/flow/orfs finish
==> ./config.mk <==
export PLATFORM = sky130hd
export DESIGN_NAME = bitstrip
export DESIGN_NICKNAME = bitstrip
export VERILOG_FILES = /design/flow/design.v
export SDC_FILE = /design/flow/constraint.sdc
export NUM_CORES = 4
export LEC_CHECK = 1
export CORE_UTILIZATION = 40
==> ./constraint.sdc <==
current_design bitstrip

set clk_period 13.5
set clk_io_pct 0.2

create_clock -name clk0 -period $clk_period

set non_clock_inputs [all_inputs -no_clocks]
set_input_delay [expr $clk_period * $clk_io_pct] -clock clk0 $non_clock_inputs
set_output_delay [expr $clk_period * $clk_io_pct] -clock clk0 [all_outputs]
==> flow_summary_export.csv <==
group,metric,value,unit
clock_network,hold_buffers,0,
layout,flops,0,
global_route,grt_pass1_wl,523000,µm
routing,avgViaCountPerCell,7.411,
worst_setup_path,critPathCaptureType,"output port",
yosys,ys_seq_share,0,%
die,die-area,118500,µm²
placement,hpwl,310300,µm
yosys,ys_chip_area,46860,µm²
global_route,first_global_vias,73700,
routing,drtIter0Drc,17280,
routing,ant_nets,0,
min_path,hold_end,"data_out[1]",
layout,final_cell_mix,"buf_4 (1849), nand2_1 (1314), nor2_1 (1147)",
yosys,ys_warn_count,2,
yosys,synth_cells,8241,
layout,utilization,59.78,%
min_path,hold_path.startpoint,"deltas_in[1]",
routing,wl_per_cell,33.91,µm
pwr,power-per-cell-area,597.6,nW/µm²
worst_setup_path,crit_type,"input port to output port",
routing,drc_errors,0,
layout,fillers,10830,
yosys,yosysCellCount,8241,
outcome,status,"complete, but fails checks",
timing,final.setup.worst_slack,-0.3304,ns
worst_setup_path,critPathMaxFanout,15,
global_route,antenna_found_initial,26,
worst_setup_path,crit_arrival,11.13,ns
yosys,simple_gate_share,35.35,%
worst_setup_path,worst_ep_required_time,10.80,ns
layout,drive_gt1_share,28.33,%
pwr,p_leak,27.92,nW
timing,worst_hold_slack,6.533,ns
routing,route.vias.total,85070,
global_route,grt_max_degree,120,
timing,rsz0062_at_grt,"yes",
die,die_h,344.3,µm
worst_setup_path,cpMostUsedCell,"buf_4",
die,die_w,344.3,µm
pwr,switching_share,62.75,%
pwr,vdd_drop_max,0.8568,mV
routing,wl,389300,µm
min_path,hold_depth,6,
routing,dr.pass1.iters,15,
die,rows,125,
die,io_pins,259,
layout,clkbuf_count,0,
pwr,p_int,15.46,mW
run,maxCapViolCount,0,
yosys,synthDistinctLibCells,120,
timing,worst_pin_slew,3.773,ns
worst_setup_path,cp-start-kind,"input port",
timing,relSlewSlack,-153.8,%
placement,routabilityCongestion,1.347,
timing,setup_viol,44,
yosys,synthXorXnorAreaFrac,4.585,%
global_route,grtUsageTotal,62.31,%
worst_setup_path,critical_path.max_stage_delay,0.55,ns
layout,final_cells,11480,
placement,place_inst,11290,
timing,min_period_over_period,102.4,%
pwr,p_switching,26.05,mW
timing,slew_viol_final,26,
timing,fmax,72.30,MHz
worst_setup_path,critPathSlowestCell,"or4_4",
placement,io_buffers,259,
min_path,min_path_type,"input port to output port",
timing,hold_viol_final,0,
placement,pre_cts_slack,-0.7785,ns
layout,areaGrowthSynthToFinish,48.25,%
yosys,avgSynthCellArea,5.686,µm²
yosys,syn_area,46860,µm²
placement,placed_area,64540,µm²
yosys,netlist_logic_family_top,"AND-OR/OR-AND gates",
outcome,violations,"max-slew violations, negative setup slack",
global_route,overflow,0,
yosys,fa_ha_area_share,2.222,%
layout,fin_area,69460,µm²
timing,fin_crit,13.83,ns
yosys,ys_sh_mux,5.717,%
die,initial_core_util,40.32,%
layout,final_common_cell,"buf_4",
die,core,116200,µm²
yosys,ys_sh_aoi,46.32,%
run,warnings,57,
layout,regArea,0,µm²
## worst max-delay path, delay by kind of cell
family	cells	cell delay, ns
compound gates	7	0.98
xor+xnor	8	1.81
fa+ha+maj	4	1.11
buf+inv	16	2.67
simple gates	8	1.83
## cells in the mapped netlist, types with 24 or more instances
master        n  share of area, %
a21o_1       52              0.83
buf_2        40              0.43
o21ai_1      49              0.52
mux4_2       25               1.2
nor3_1      283               3.0
o22a_1       63               1.2
and3_1       70              0.93
o32ai_1      59               1.1
xor2_1       37              0.69
nor4_1       58              0.77
mux2_2       59               1.4
a22o_1       55               1.0
a2bb2oi_1    50              0.93
a211oi_1     71               1.1
o22ai_1     493               6.6
nor2b_1      52              0.69
o211ai_1    100               1.6
xnor2_1     127               2.4
o21ai_0     544               5.8
o31ai_1      63               1.0
a31oi_1     162               2.2
ha_1         80               2.1
o2bb2ai_1    40              0.75
nand2b_1     85               1.1
a32oi_1      77               1.4
buf_1        72              0.58
a22oi_1     214               3.4
or2_2        44              0.59
or4_1        29              0.46
nor2_1     1191               9.5
a221oi_1     69               1.3
inv_1        84              0.67
or3_1        72              0.96
o21a_1       39              0.62
and2_1       96               1.3
a211o_1      24              0.45
a21oi_1     747               8.0
mux2i_1     139               3.0
o221ai_1     49              0.92
clkbuf_1    495               4.0
nand4_1      51              0.68
nand3_1     292               3.1
nand2_1    1332                11
## kinds of logic after synthesis
logic type / count (synthesis)
adders and majority gates: 82
AOI/OAI and AO/OA: 3297
other: 1
and+or+nand+nor: 3735
buffers and inverters: 702
muxes: 226
xor gates and xnor gates: 198
## routing by layer
| metal | part of all wire [%] | global-route usage (%) |
|---|---|---|
| met5 | 1.3 | 29.17 |
| met4 | 5.8 | 22.31 |
| met3 | 23 | 50.64 |
| met2 | 33 | 72.18 |
| met1 | 37 | 79.75 |
## what timing repair did
item                       in CTS  in global routing
resized                       339                544
gates cloned                    3                  4
pin swaps                     149                182
buffers inserted               49                111
setup endpoints to repair     128                128
## power by group through the flow
stage    logic, mW  clock network, mW  registers, mW
4_1_cts       35.5                  0              0
5_1_grt       41.2       0.0000000141              0
## through the flow
stage	total power, mW	setup TNS (ns)
floorplan	15.00	-67.21
global placement	34.19	-61.82
detailed placement	34.15	-68.14
CTS	35.52	-18.62
global route	41.16	-26.83
finish	41.51	-5.091
## worst max-delay path by stage
stage,from,to,slack (ns),depth (start not counted)
after CTS,en_bits[1],data_out[6],-0.29,36
after global routing,en_bits[1],data_out[25],-0.54,45
final,en_bits[0],data_out[105],-0.33,43
## area by class of cell
type	count	area (µm²)	area share [%]
antenna	34	85.08	0.1225
multi-input combinational	7574	48110	69.27
tap	1524	1907	2.745
inverter	90	352.8	0.5080
timing repair buffer	2257	19000	27.36
No activity file was given, so power comes from the tool's default toggle rates.
