[flow/run.sh]
#!/bin/bash
# OpenROAD 26Q1-2900-gdf79404cd8, Yosys 0.63+post, stock flow scripts
make -C /OpenROAD-flow-scripts/flow DESIGN_CONFIG=/design/flow/config.mk WORK_HOME=/design/flow/orfs finish
[flow/config.mk]
export PLATFORM = sky130hd
export DESIGN_NAME = CompMIN
export DESIGN_NICKNAME = CompMIN
export VERILOG_FILES = /design/flow/design.v
export SDC_FILE = /design/flow/constraint.sdc
export NUM_CORES = 4
export LEC_CHECK = 1
export CORE_AREA = 10 10 70 70
export DIE_AREA = 0 0 80 80
[flow/constraint.sdc]
current_design CompMIN

set clk_period 2.4
set clk_io_pct 0.2

create_clock -name clk0 -period $clk_period

set non_clock_inputs [all_inputs -no_clocks]
set_input_delay [expr $clk_period * $clk_io_pct] -clock clk0 $non_clock_inputs
set_output_delay [expr $clk_period * $clk_io_pct] -clock clk0 [all_outputs]
[flow/design.v]
module CompMIN #(
        parameter    INPUT_WIDTH  = 8,
        parameter    OUTPUT_WIDTH = 8
    ) (
        input  [INPUT_WIDTH - 1 : 0]    in_a,in_b,
        output [OUTPUT_WIDTH - 1 : 0]   data_out
    );
    assign data_out = in_a < in_b ? in_a : in_b;
endmodule   
==> impl_metrics.toml <==
# flow metrics
[routing]
dr.pass1.iters = 2
avgViaCountPerCell = 3.16
drc = 0
totalWireLength_um = 1180
insertedDiodeCount = 0
ant_nets = 0
drtIter0Drc = 3
wl_per_cell_um = 10.6
via_count = 351

[global_route]
grt_antenna_before_repair = 0
grt_pass1_vias = 370
grt_use_met3_pct = 0
use_met1_pct = 4.35
grt_start_max_net_pins = 4
grt_pass1_wl_um = 1920
grt_busiest_layer = "met2"
grt.total_usage_pct = 3.53
met2_usage_pct = 6.98
grt_overflow = 0

[final_layout]
fillCellCount = 380
final_cells = 111
fin_util_pct = 21.3
drive_gt1_share_pct = 75.4
flop-count = 0
synthToLayoutAreaGrowth_pct = 162
clockBufferCount = 0
final_area_sq_um = 727
final-seq-area_sq_um = 0
comb_area_sq_um = 355

[hold_path]
hp-start = "in_b[1]"
min_path_type = "in2out"

[synthesis]
netlist_top_cells_area = "mux2_2 32%, ha_1 32%, inv_1 11%"
synth_area_leader_cell = "mux2_2"
ys_types = 11
synth.avg_cell_area_sq_um = 8.68
synth_cells = 32
ys.warnings.count = 0
ys_seq_share_pct = 0
common_cells = "8 x inv_1, 8 x mux2_2, 7 x ha_1"
ys_area_sq_um = 278
ys_cells = 32
syn_area_sq_um = 278
top_cell_area_share_pct = 32.4

[timing]
finalSetupViolCount = 8
slew_viol_final = 0
holdWs_ns = 1.26
setup_ws_ns = -0.245
fin_crit_ns = 2.65
relSlewSlack_pct = 84.3
rsz0062_at_grt = "true"
period_used_pct = 110
tns_ns = -1.80
hold_viol_final = 0
worst-slew-pin-transition_ns = 0.235
clock.fmax_mhz = 378

[placement]
pre_cts_slack_ns = -0.899
post_dp_cell_area_sq_um = 598
port_buffers = 24
routabilityCongestion = 0.756
dp_hpwl_um = 959
place_inst = 105

[floorplanning]
die_y_um = 80
die_w_um = 80
fp-utilization_pct = 8.13
core_area_sq_um = 3420
die-area_sq_um = 6400
ios = 24
rows = 21

[setup_path]
path_max_fanout = 3
required_ns = 1.92
crit_end = "data_out[1]"
worst-setup-path-type = "in2out"
cp.arrival_ns = 2.17
setup.worst_path.end_class = "primary output"
cp-startpoint = "in_a[1]"
critPathMaxStageDelay_ns = 0.44
path_cells = "buf_6 -> ha_4 -> a2111o_1 -> a211oi_4 -> buf_6 -> buf_6 -> mux2_4 -> buf_6"
cpMostUsedCell = "buf_6"
cp-start-kind = "primary input"
crit_slowest_cell = "a2111o_1"

[outcome]
status = "finished, violations left"
violations = "negative setup slack"

[power]
irDropWorstVdd_mv = 0.0407
power.density_nw_per_um2 = 222
p_leak_nw = 0.348
p_total_uw = 161

[run]
tool_warnings = 34
drv_cap = 0

[clocking]
ctsHoldBuffers = 0
[what timing repair did]
action                     CTS  global route
setup endpoints to repair    8             8
hold endpoints to repair     0             0
pin swaps                    9             8
buffers inserted             5             1
gates resized               84            14
[where the power goes]
group	total, mW	switching [mW]	internal [mW]
Sequential	0	0	0
Clock	0	0	0
Combinational	0.161	0.0546	0.107
Total	0.161	0.0546	0.107
[worst max-delay path: cells and delay by family]
kind            cells  cell delay (ns)
mux                 1             0.29
buf+inv             4             0.46
compound gates      2             0.71
fa+ha+maj           1             0.22
[worst min-delay path by stage]
stage        endpoint  slack [ns]  cells past startpoint
5_1_grt   data_out[1]        1.27                      3
4_1_cts   data_out[1]        1.26                      3
6_report  data_out[1]        1.26                      3
[area by class of cell]
class | count | area share (%)
Tap cell | 46 | 7.92
Timing Repair Buffer | 33 | 38.7
Inverter | 8 | 4.48
Multi-Input combinational cell | 24 | 48.9
[logic make-up (layout without fill, tap and decap cells)]
logic type      after synthesis  in the layout  share of synthesized area, %
compound gates                6              6                          19.4
fa+ha+maj                     7              7                          31.5
buf+inv                       8             41                          10.8
mux                           8              8                          32.4
simple gates                  3              3                          5.86
[cells in the final DEF, fill, tap and decap left out, types with 2 or more instances in the layout]
master           instances
buf_6                   12
mux2_4                   8
dlygate4sd2_1            7
buf_2                    6
inv_2                    4
ha_4                     4
clkbuf_2                 4
inv_1                    3
ha_2                     2
clkdlybuf4s15_1          2
buf_4                    2
[routing by layer]
metal	vias to the layer above	wire (um)
li1	182	-
met1	169	433
met2	0	747
met3	0	0
met4	0	0
met5	-	0
No activity file was given, so power comes from the tool's default toggle rates.
